$ cat flow/config.mk
export PLATFORM = sky130hd
export DESIGN_NAME = LED2Spartan3StarterKit
export DESIGN_NICKNAME = LED2Spartan3StarterKit
export VERILOG_FILES = /design/flow/design.v
export SDC_FILE = /design/flow/constraint.sdc
export NUM_CORES = 4
export LEC_CHECK = 1
export CORE_UTILIZATION = 40
$ cat flow/constraint.sdc
current_design LED2Spartan3StarterKit

set clk_period 3.4
set clk_io_pct 0.2

create_clock -name clk0 -period $clk_period [get_ports {CLK50MHZ}]

set non_clock_inputs [all_inputs -no_clocks]
set_input_delay [expr $clk_period * $clk_io_pct] -clock clk0 $non_clock_inputs
set_output_delay [expr $clk_period * $clk_io_pct] -clock clk0 [all_outputs]
$ cat flow/design.v
module FourDigitSevenSegmentLED(
    clk,
    rst_x,
    i_data3,
    i_data2,
    i_data1,
    i_data0,
    i_dp3,
    i_dp2,
    i_dp1,
    i_dp0,
    o_a,
    o_b,
    o_c,
    o_d,
    o_e,
    o_f,
    o_g,
    o_dp,
    o_select,
    o_error);
  input        clk;
  input        rst_x;
  input  [3:0] i_data3;
  input  [3:0] i_data2;
  input  [3:0] i_data1;
  input  [3:0] i_data0;
  input        i_dp3;
  input        i_dp2;
  input        i_dp1;
  input        i_dp0;
  output       o_a;
  output       o_b;
  output       o_c;
  output       o_d;
  output       o_e;
  output       o_f;
  output       o_g;
  output       o_dp;
  output [3:0] o_select;
  output       o_error;
  wire   [3:0] w_data;
  wire         w_data_error;
  wire         w_dp_error;
  reg    [3:0] r_select;
  assign o_select = r_select;
  assign o_error  = w_data_error | w_dp_error;
  always @ (posedge clk or negedge rst_x) begin
    if (!rst_x) begin
      r_select <= 4'b1110;
    end else begin
      r_select <= { r_select[2:0], r_select[3] };
    end
  end
  Multiplexer4 #(.width(4)) mux_data(
      .i_data0  (i_data0     ),
      .i_data1  (i_data1     ),
      .i_data2  (i_data2     ),
      .i_data3  (i_data3     ),
      .i_select0(!r_select[0]),
      .i_select1(!r_select[1]),
      .i_select2(!r_select[2]),
      .i_select3(!r_select[3]),
      .o_data   (w_data      ),
      .o_error  (w_data_error));
  Multiplexer4 mux_dp(
      .i_data0  (i_dp0       ),
      .i_data1  (i_dp1       ),
      .i_data2  (i_dp2       ),
      .i_data3  (i_dp3       ),
      .i_select0(!r_select[0]),
      .i_select1(!r_select[1]),
      .i_select2(!r_select[2]),
      .i_select3(!r_select[3]),
      .o_data   (o_dp        ),
      .o_error  (w_dp_error  ));
  SevenSegmentLED led(
      .i_data   (w_data      ),
      .o_a      (o_a         ),
      .o_b      (o_b         ),
      .o_c      (o_c         ),
      .o_d      (o_d         ),
      .o_e      (o_e         ),
      .o_f      (o_f         ),
      .o_g      (o_g         ));
endmodule   
module Multiplexer4(
    i_data0,
    i_data1,
    i_data2,
    i_data3,
    i_select0,
    i_select1,
    i_select2,
    i_select3,
    o_data,
    o_error);
  parameter width = 1;
  input  [width - 1:0] i_data0;
  input  [width - 1:0] i_data1;
  input  [width - 1:0] i_data2;
  input  [width - 1:0] i_data3;
  input                i_select0;
  input                i_select1;
  input                i_select2;
  input                i_select3;
  output [width - 1:0] o_data;
  output               o_error;
  wire   [        2:0] w_sum;
  assign o_data  = i_select0 ? i_data0 :
                   i_select1 ? i_data1 :
                   i_select2 ? i_data2 :
                   i_select3 ? i_data3 : 0;
  assign w_sum   = i_select0 + i_select1 + i_select2 + i_select3;
  assign o_error = w_sum[2] | w_sum[1] | (w_sum == 3'h0);
endmodule   
module SevenSegmentLED(
    i_data,
    o_a,
    o_b,
    o_c,
    o_d,
    o_e,
    o_f,
    o_g);
  input [3:0] i_data;
  output      o_a;
  output      o_b;
  output      o_c;
  output      o_d;
  output      o_e;
  output      o_f;
  output      o_g;
  wire  [6:0] w_out;
  function [6:0] Decode;
    input [3:0] data;
    begin
      case (i_data)
        4'h0: Decode = 7'b0000001;
        4'h1: Decode = 7'b1001111;
        4'h2: Decode = 7'b0010010;
        4'h3: Decode = 7'b0000110;
        4'h4: Decode = 7'b1001100;
        4'h5: Decode = 7'b0100100;
        4'h6: Decode = 7'b0100000;
        4'h7: Decode = 7'b0001111;
        4'h8: Decode = 7'b0000000;
        4'h9: Decode = 7'b0000100;
        4'ha: Decode = 7'b0001000;
        4'hb: Decode = 7'b1100000;
        4'hc: Decode = 7'b0110001;
        4'hd: Decode = 7'b1000010;
        4'he: Decode = 7'b0110000;
        4'hf: Decode = 7'b0111000;
      endcase
    end
  endfunction   
  assign      w_out = Decode(i_data);
  assign      o_a = w_out[6];
  assign      o_b = w_out[5];
  assign      o_c = w_out[4];
  assign      o_d = w_out[3];
  assign      o_e = w_out[2];
  assign      o_f = w_out[1];
  assign      o_g = w_out[0];
endmodule   
module LED2Spartan3StarterKit(
    CLK50MHZ,
    SOCKET,
    SRAM_A,
    SRAM_WE_X,
    SRAM_OE_X,
    SRAM_IO_A,
    SRAM_CE_A_X,
    SRAM_LB_A_X,
    SRAM_UB_A_X,
    SRAM_IO_B,
    SRAM_CE_B_X,
    SRAM_LB_B_X,
    SRAM_UB_B_X,
    LED_AN,
    LED_A,
    LED_B,
    LED_C,
    LED_D,
    LED_E,
    LED_F,
    LED_G,
    LED_DP,
    SW,
    BTN,
    LD,
    VGA_R,
    VGA_G,
    VGA_B,
    VGA_HS,
    VGA_VS,
    PS2C,
    PS2D,
    RXD,
    TXD,
    RXDA,
    TXDA,
    DIN,
    INIT_B,
    RCLK);
  input         CLK50MHZ;
  input         SOCKET;
  output [17:0] SRAM_A;
  output        SRAM_WE_X;
  output        SRAM_OE_X;
  inout  [15:0] SRAM_IO_A;
  output        SRAM_CE_A_X;
  output        SRAM_LB_A_X;
  output        SRAM_UB_A_X;
  inout  [15:0] SRAM_IO_B;
  output        SRAM_CE_B_X;
  output        SRAM_LB_B_X;
  output        SRAM_UB_B_X;
  output [ 3:0] LED_AN;
  output        LED_A;
  output        LED_B;
  output        LED_C;
  output        LED_D;
  output        LED_E;
  output        LED_F;
  output        LED_G;
  output        LED_DP;
  input  [ 7:0] SW;
  input  [ 3:0] BTN;
  output [ 7:0] LD;
  output        VGA_R;
  output        VGA_G;
  output        VGA_B;
  output        VGA_HS;
  output        VGA_VS;
  input         PS2C;
  input         PS2D;
  input         RXD;
  output        TXD;
  input         RXDA;
  output        TXDA;
  input         DIN;
  output        INIT_B;
  output        RCLK;
  wire          clk;
  wire          rst_x;
  wire   [ 3:0] w_data0;
  wire   [ 3:0] w_data1;
  wire   [ 3:0] w_data2;
  wire   [ 3:0] w_data3;
  wire          w_dp0;
  wire          w_dp1;
  wire          w_dp2;
  wire          w_dp3;
  wire          w_clk3hz;
  wire          w_clk49khz;
  reg    [24:0] r_clock;
  reg    [ 3:0] r_count;
  assign SRAM_A      = 18'h00000;
  assign SRAM_WE_X   = 1'b0;
  assign SRAM_OE_X   = 1'b1;
  assign SRAM_IO_A   = 16'hffff;
  assign SRAM_CE_A_X = 1'b1;
  assign SRAM_LB_A_X = 1'b1;
  assign SRAM_UB_A_X = 1'b1;
  assign SRAM_IO_B   = 16'hffff;
  assign SRAM_CE_B_X = 1'b1;
  assign SRAM_LB_B_X = 1'b1;
  assign SRAM_UB_B_X = 1'b1;
  assign LD          = SW | { 1'b0, BTN, PS2D, PS2C, SOCKET };
  assign VGA_R       = 1'b0;
  assign VGA_G       = 1'b0;
  assign VGA_B       = 1'b0;
  assign VGA_HS      = 1'b1;
  assign VGA_VS      = 1'b1;
  assign TXD         = RXD;
  assign TXDA        = RXDA;
  assign INIT_B      = DIN;
  assign RCLK        = DIN;
  assign clk         = CLK50MHZ;
  assign rst_x       = !BTN[3];
  assign w_data0     = r_count;
  assign w_data1     = r_count + 4'h1;
  assign w_data2     = r_count + 4'h2;
  assign w_data3     = r_count + 4'h3;
  assign w_dp0       = r_count[1:0] != 2'b00;
  assign w_dp1       = r_count[1:0] != 2'b01;
  assign w_dp2       = r_count[1:0] != 2'b10;
  assign w_dp3       = r_count[1:0] != 2'b11;
  assign w_clk3hz    = r_clock[24];
  assign w_clk49khz  = r_clock[9];
  always @ (posedge clk or negedge rst_x) begin
    if (!rst_x) begin
      r_clock <= 25'h0000000;
    end else begin
      r_clock <= r_clock + 25'h0000001;
    end
  end
  always @ (posedge w_clk3hz or negedge rst_x) begin
    if (!rst_x) begin
      r_count <= 4'h0;
    end else begin
      r_count <= r_count + 4'h1;
    end
  end
  FourDigitSevenSegmentLED led(
      .clk     (w_clk49khz),
      .rst_x   (rst_x     ),
      .i_data3 (w_data3   ),
      .i_data2 (w_data2   ),
      .i_data1 (w_data1   ),
      .i_data0 (w_data0   ),
      .i_dp3   (w_dp3     ),
      .i_dp2   (w_dp2     ),
      .i_dp1   (w_dp1     ),
      .i_dp0   (w_dp0     ),
      .o_a     (LED_A     ),
      .o_b     (LED_B     ),
      .o_c     (LED_C     ),
      .o_d     (LED_D     ),
      .o_e     (LED_E     ),
      .o_f     (LED_F     ),
      .o_g     (LED_G     ),
      .o_dp    (LED_DP    ),
      .o_select(LED_AN    ));
endmodule   
$ cat flow/run.sh
#!/bin/bash
# OpenROAD 26Q1-2900-gdf79404cd8, Yosys 0.63+post, stock flow scripts
make -C /OpenROAD-flow-scripts/flow DESIGN_CONFIG=/design/flow/config.mk WORK_HOME=/design/flow/orfs finish
==> run notes <==
yosys + openroad results -> Register-to-Register Path Depth=6, Placed Instances=348, Crit. Startpoint=BTN[3], cycle use final=slightly above 70%, kind of critical path=in -> out, Latency at later pin=between 0.2 and 0.3 ns, Starting DRT DRC Count=between 50 and 60, Async S/R FF share, synth=100.0%, crit path to=LD[6], H-tree lvl count=1, most numerous logic cell after layout=conb_1, Antenna Cells=0, Startpoint Class=primary input, Core Rows=27, Avg Cell Area, Syn=~9.6 sq um, GR Overflow Total=0, min-delay worst type=reg -> reg, Synth Area in Adders=7.246%, clk slew on worst S/H paths=0.08 ns, Final GP Congestion=0.7912, Vias=between 1,500 and 2,000, CP Max Fanout=2, non-filler instance count after layout=between 300 and 400, # port buffers=33, Critical Path Sink Type=output port, final wirelength=approximately 3400 microns, slew margin rel.=about 62%, Max Slew Vio Count=0, Slew @ Worst Pin=~0.55 ns, CTS Hold Bufs=0, Ports=approximately 110, Area after DPL=about 2500 sq um, Seq pwr share=between 50% and 60%, r2r endpoint=r_clock[24], CTS Buf Count=3, register area share after synthesis=34.32%, top_reg_cell synth=dfrtp_1, Syn Std Cell Area=2417 sq um, Clock power frac=between 30% and 40%, Worst R2R Start=r_clock[0], Layout area overhead=7.195%, LEAKAGE=roughly 1.3 nW, gr usage total=11.61%, Post-DRT Antenna Nets=0, Post-synth EDFFs=0, Die W=roughly 80 microns, worst reg-to-reg setup slack=1.59 ns, Setup Buffers After CTS=0, yosys aoi share=under 10%, most frequent logic cells in the routed design=63 x conb_1, 33 x clkdlybuf4s50_1, 30 x dfrtp_1, synthesized flop and latch total=33, clk root buf=clkbuf_8, combinational power share=under 10%, Switch Pwr=0.09798 mW, Detailed Routing Iterations Pass 1=4, OpenROAD warnings=35, total power=0.5008 mW, Sw Ratio=19.57%, core area=between 5000 and 6000 sq um, register pins left without a clock=8, Post-Syn Instances=between 200 and 300, HPWL Detailed=around 2700 microns, post-route DRC violation count=0, Sum Neg Setup Slack=0 ns, fraction of layout cells with a size suffix above 1=8.929%, RSZ-0062 raised after global routing=false, largest net degree at the start of global routing=34, Power Internal=~0.40 mW, chip area=approximately 6400 sq um, initial antenna violation count=0, maximum root-to-sink buffer count=2, CTS resizes=0, worst IR drop on VDD=about 0.00021 V, drt via density=4.270, CTS tree=done, min Tclk post-route=2.460 ns, Hold WS=0.4684 ns, endpoints left unconstrained=20, vias in the first global route=~1,400, CP Data Required Time=~2.7 ns, design area=around 2600 sq um, pwr dens=193.3 nW/um^2, Layout Utilization=between 40 and 50%, Worst Skew=about 0.0033 ns, Simple Share, Synth=between 10% and 20%, WP data arrival=roughly 1.8 ns, outcome=complete, no violations, Cell Type Count=about 42, YS warnings=3, Die Span Y=between 70 and 80 microns, Place WS=approximately 0.93 ns, FP Util=a little over two fifths, wire length per cell=about 9.7 microns, number of cells in Yosys stat=251, first-pass GRT wire length=5934 microns, filler instances=around 540, Hold Crit Depth=1, Final WS setup=between 0.9 and 1 ns, maximum clock frequency=between 400 and 500 MHz, MUX share of area=3.727%, Hold Vio Cnt, Final=0, chip area in the Yosys report=around 2400 sq um, final setup vio count=0, XOR Share, Synth=about a tenth, comb area leader=buffers and inverters, Max-Cap Viols=0
how the worst min path moves through the flow:
stage	end	startpoint	slack [ns]
final	r_clock[19]	r_clock[19]	0.47
after CTS	r_clock[19]	r_clock[19]	0.47
after global routing	r_clock[21]	r_clock[21]	0.50
synthesized netlist by cell type, types with 4 or more instances:
cell | n | area, sq um
inv_1 | 12 | 45.04
mux2i_1 | 9 | 90.09
and3_1 | 4 | 25.02
dfrtp_1 | 30 | 750.7
nand2_1 | 15 | 56.30
xor2_1 | 6 | 52.55
xnor2_1 | 20 | 175.2
o22ai_1 | 4 | 25.02
nand3_1 | 5 | 25.02
nand4_1 | 8 | 50.05
nor2_1 | 6 | 22.52
o21ai_0 | 6 | 30.03
ha_1 | 14 | 175.2
or2_2 | 7 | 43.79
buf_4 | 70 | 525.5
flip-flops by register name, summed over array words and instances (netlist names):
signal        flops
r_count           4
led.r_select      4
r_clock          25
layer usage:
metal | routed length [microns] | global-route usage [%] | up-vias
met5 | 0 | 0 | -
met3 | 205 | 0.9281 | 2
li1 | - | - | 757
met1 | 1558 | 17.62 | 691
met4 | 14 | 1.071 | 0
met2 | 1639 | 19.32 | 53
layout make-up:
type	count	area (sq um)	area share, %
clock buffer	3	41.29	1.593
timing repair buffer	35	345.3	13.33
tap	72	90.09	3.477
clock inverter	1	5.005	0.1931
inverter	13	51.30	1.980
multi-input combinational	195	1229	47.42
sequential	33	829.5	32.01
critical path: stages:
cell,delay [ns]
clkdlybuf4s50_1,0.41
or2_2,0.29
clkdlybuf4s50_1,0.40
power by group through the flow:
stage / clock, mW / combinational [mW] / sequential, mW
CTS: 0.178 / 0.0373 / 0.297
global route: 0.189 / 0.0436 / 0.297
finish: 0.168 / 0.0354 / 0.297
cells by family after synthesis:
family,count (synthesis)
flops,33
buf+inv,84
compound gates,23
xor+xnor,26
simple gates,60
other cells,2
mux,9
fa+ha+maj,14
Power figures rest on the tool's default switching activity, not on a simulated workload.
