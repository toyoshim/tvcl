==> design.v <==
module FourDigitSevenSegmentLED(
    clk,
    rst_x,
    i_data3,
    i_data2,
    i_data1,
    i_data0,
    i_dp3,
    i_dp2,
    i_dp1,
    i_dp0,
    o_a,
    o_b,
    o_c,
    o_d,
    o_e,
    o_f,
    o_g,
    o_dp,
    o_select,
    o_error);
  input        clk;
  input        rst_x;
  input  [3:0] i_data3;
  input  [3:0] i_data2;
  input  [3:0] i_data1;
  input  [3:0] i_data0;
  input        i_dp3;
  input        i_dp2;
  input        i_dp1;
  input        i_dp0;
  output       o_a;
  output       o_b;
  output       o_c;
  output       o_d;
  output       o_e;
  output       o_f;
  output       o_g;
  output       o_dp;
  output [3:0] o_select;
  output       o_error;
  wire   [3:0] w_data;
  wire         w_data_error;
  wire         w_dp_error;
  reg    [3:0] r_select;
  assign o_select = r_select;
  assign o_error  = w_data_error | w_dp_error;
  always @ (posedge clk or negedge rst_x) begin
    if (!rst_x) begin
      r_select <= 4'b1110;
    end else begin
      r_select <= { r_select[2:0], r_select[3] };
    end
  end
  Multiplexer4 #(.width(4)) mux_data(
      .i_data0  (i_data0     ),
      .i_data1  (i_data1     ),
      .i_data2  (i_data2     ),
      .i_data3  (i_data3     ),
      .i_select0(!r_select[0]),
      .i_select1(!r_select[1]),
      .i_select2(!r_select[2]),
      .i_select3(!r_select[3]),
      .o_data   (w_data      ),
      .o_error  (w_data_error));
  Multiplexer4 mux_dp(
      .i_data0  (i_dp0       ),
      .i_data1  (i_dp1       ),
      .i_data2  (i_dp2       ),
      .i_data3  (i_dp3       ),
      .i_select0(!r_select[0]),
      .i_select1(!r_select[1]),
      .i_select2(!r_select[2]),
      .i_select3(!r_select[3]),
      .o_data   (o_dp        ),
      .o_error  (w_dp_error  ));
  SevenSegmentLED led(
      .i_data   (w_data      ),
      .o_a      (o_a         ),
      .o_b      (o_b         ),
      .o_c      (o_c         ),
      .o_d      (o_d         ),
      .o_e      (o_e         ),
      .o_f      (o_f         ),
      .o_g      (o_g         ));
endmodule   
module Multiplexer4(
    i_data0,
    i_data1,
    i_data2,
    i_data3,
    i_select0,
    i_select1,
    i_select2,
    i_select3,
    o_data,
    o_error);
  parameter width = 1;
  input  [width - 1:0] i_data0;
  input  [width - 1:0] i_data1;
  input  [width - 1:0] i_data2;
  input  [width - 1:0] i_data3;
  input                i_select0;
  input                i_select1;
  input                i_select2;
  input                i_select3;
  output [width - 1:0] o_data;
  output               o_error;
  wire   [        2:0] w_sum;
  assign o_data  = i_select0 ? i_data0 :
                   i_select1 ? i_data1 :
                   i_select2 ? i_data2 :
                   i_select3 ? i_data3 : 0;
  assign w_sum   = i_select0 + i_select1 + i_select2 + i_select3;
  assign o_error = w_sum[2] | w_sum[1] | (w_sum == 3'h0);
endmodule   
module SevenSegmentLED(
    i_data,
    o_a,
    o_b,
    o_c,
    o_d,
    o_e,
    o_f,
    o_g);
  input [3:0] i_data;
  output      o_a;
  output      o_b;
  output      o_c;
  output      o_d;
  output      o_e;
  output      o_f;
  output      o_g;
  wire  [6:0] w_out;
  function [6:0] Decode;
    input [3:0] data;
    begin
      case (i_data)
        4'h0: Decode = 7'b0000001;
        4'h1: Decode = 7'b1001111;
        4'h2: Decode = 7'b0010010;
        4'h3: Decode = 7'b0000110;
        4'h4: Decode = 7'b1001100;
        4'h5: Decode = 7'b0100100;
        4'h6: Decode = 7'b0100000;
        4'h7: Decode = 7'b0001111;
        4'h8: Decode = 7'b0000000;
        4'h9: Decode = 7'b0000100;
        4'ha: Decode = 7'b0001000;
        4'hb: Decode = 7'b1100000;
        4'hc: Decode = 7'b0110001;
        4'hd: Decode = 7'b1000010;
        4'he: Decode = 7'b0110000;
        4'hf: Decode = 7'b0111000;
      endcase
    end
  endfunction   
  assign      w_out = Decode(i_data);
  assign      o_a = w_out[6];
  assign      o_b = w_out[5];
  assign      o_c = w_out[4];
  assign      o_d = w_out[3];
  assign      o_e = w_out[2];
  assign      o_f = w_out[1];
  assign      o_g = w_out[0];
endmodule   
module RAM_64Kx8(
    SRAM_A,
    SRAM_WE_X,
    SRAM_OE_X,
    SRAM_IO_A,
    SRAM_CE_A_X,
    SRAM_LB_A_X,
    SRAM_UB_A_X,
    SRAM_IO_B,
    SRAM_CE_B_X,
    SRAM_LB_B_X,
    SRAM_UB_B_X,
    i_addr,
    i_enable_x,
    i_write_x,
    i_data,
    o_data);
  output [17:0] SRAM_A;
  output        SRAM_WE_X;
  output        SRAM_OE_X;
  inout  [15:0] SRAM_IO_A;
  output        SRAM_CE_A_X;
  output        SRAM_LB_A_X;
  output        SRAM_UB_A_X;
  inout  [15:0] SRAM_IO_B;
  output        SRAM_CE_B_X;
  output        SRAM_LB_B_X;
  output        SRAM_UB_B_X;
  input  [15:0] i_addr;
  input         i_enable_x;
  input         i_write_x;
  input  [ 7:0] i_data;
  output [ 7:0] o_data;
  assign SRAM_A      = { 2'b00, i_addr };
  assign SRAM_WE_X   = i_enable_x | i_write_x;
  assign SRAM_OE_X   = i_enable_x | !i_write_x;
  assign SRAM_IO_A   = SRAM_WE_X ? 16'hzzzz : { 8'h00, i_data };
  assign SRAM_CE_A_X = i_enable_x;
  assign SRAM_LB_A_X = i_enable_x;
  assign SRAM_UB_A_X = 1'b1;
  assign SRAM_IO_B   = 16'hffff;
  assign SRAM_CE_B_X = 1'b1;
  assign SRAM_LB_B_X = 1'b1;
  assign SRAM_UB_B_X = 1'b1;
  assign o_data      = SRAM_WE_X ? SRAM_IO_A[7:0] : 8'h00;
endmodule   
module RAMSpartan3StarterKit(
    CLK50MHZ,
    SOCKET,
    SRAM_A,
    SRAM_WE_X,
    SRAM_OE_X,
    SRAM_IO_A,
    SRAM_CE_A_X,
    SRAM_LB_A_X,
    SRAM_UB_A_X,
    SRAM_IO_B,
    SRAM_CE_B_X,
    SRAM_LB_B_X,
    SRAM_UB_B_X,
    LED_AN,
    LED_A,
    LED_B,
    LED_C,
    LED_D,
    LED_E,
    LED_F,
    LED_G,
    LED_DP,
    SW,
    BTN,
    LD,
    VGA_R,
    VGA_G,
    VGA_B,
    VGA_HS,
    VGA_VS,
    PS2C,
    PS2D,
    RXD,
    TXD,
    RXDA,
    TXDA,
    DIN,
    INIT_B,
    RCLK);
  input         CLK50MHZ;
  input         SOCKET;
  output [17:0] SRAM_A;
  output        SRAM_WE_X;
  output        SRAM_OE_X;
  inout  [15:0] SRAM_IO_A;
  output        SRAM_CE_A_X;
  output        SRAM_LB_A_X;
  output        SRAM_UB_A_X;
  inout  [15:0] SRAM_IO_B;
  output        SRAM_CE_B_X;
  output        SRAM_LB_B_X;
  output        SRAM_UB_B_X;
  output [ 3:0] LED_AN;
  output        LED_A;
  output        LED_B;
  output        LED_C;
  output        LED_D;
  output        LED_E;
  output        LED_F;
  output        LED_G;
  output        LED_DP;
  input  [ 7:0] SW;
  input  [ 3:0] BTN;
  output [ 7:0] LD;
  output        VGA_R;
  output        VGA_G;
  output        VGA_B;
  output        VGA_HS;
  output        VGA_VS;
  input         PS2C;
  input         PS2D;
  input         RXD;
  output        TXD;
  input         RXDA;
  output        TXDA;
  input         DIN;
  output        INIT_B;
  output        RCLK;
  wire          clk;
  wire          rst_x;
  wire          w_clk49khz;
  wire   [ 7:0] w_data;
  reg    [ 9:0] r_clock;
  reg    [15:0] r_addr;
  reg           r_enable_x;
  reg           r_write_x;
  reg           r_ram_init;
  reg           r_read;
  reg           r_read_d;
  reg    [ 7:0] r_read_data;
  assign LD          = SW | { 1'b0, BTN, PS2D, PS2C, SOCKET };
  assign VGA_R       = 1'b0;
  assign VGA_G       = 1'b0;
  assign VGA_B       = 1'b0;
  assign VGA_HS      = 1'b1;
  assign VGA_VS      = 1'b1;
  assign TXD         = RXD;
  assign TXDA        = RXDA;
  assign INIT_B      = DIN;
  assign RCLK        = DIN;
  assign clk         = CLK50MHZ;
  assign rst_x       = !BTN[3];
  assign w_clk49khz  = r_clock[9];
  always @ (posedge clk or negedge rst_x) begin
    if (!rst_x) begin
      r_clock <= 10'h000;
    end else begin
      r_clock <= r_clock + 10'h001;
    end
  end
  always @ (posedge clk or negedge rst_x) begin
    if (!rst_x) begin
      r_addr      <= 16'h0000;
      r_enable_x  <= 1'b0;
      r_write_x   <= 1'b0;
      r_ram_init  <= 1'b1;
      r_read      <= 1'b0;
      r_read_d    <= 1'b0;
      r_read_data <= 8'h00;
    end else begin
      if (r_ram_init) begin
        if (r_addr == 16'hffff) begin
          r_ram_init  <= 1'b0;
          r_write_x   <= 1'b1;
        end else begin
          r_addr      <= r_addr + 16'h0001;
        end
      end else begin
        if (!r_read & BTN[0]) begin
          r_addr      <= { SW, SW };
        end
        if (!r_read_d & r_read) begin
          r_read_data <= w_data;
        end
        r_read      <= BTN[0];
        r_read_d    <= r_read;
      end   
    end
  end
  RAM_64Kx8 ram(
      .SRAM_A     (SRAM_A          ),
      .SRAM_WE_X  (SRAM_WE_X       ),
      .SRAM_OE_X  (SRAM_OE_X       ),
      .SRAM_IO_A  (SRAM_IO_A       ),
      .SRAM_CE_A_X(SRAM_CE_A_X     ),
      .SRAM_LB_A_X(SRAM_LB_A_X     ),
      .SRAM_UB_A_X(SRAM_UB_A_X     ),
      .SRAM_IO_B  (SRAM_IO_B       ),
      .SRAM_CE_B_X(SRAM_CE_B_X     ),
      .SRAM_LB_B_X(SRAM_LB_B_X     ),
      .SRAM_UB_B_X(SRAM_UB_B_X     ),
      .i_addr     (r_addr          ),
      .i_enable_x (r_enable_x      ),
      .i_write_x  (r_write_x       ),
      .i_data     (r_addr[7:0]     ),
      .o_data     (w_data          ));
  FourDigitSevenSegmentLED led(
      .clk        (w_clk49khz      ),
      .rst_x      (rst_x           ),
      .i_data3    (4'h0            ),
      .i_data2    (4'h0            ),
      .i_data1    (r_read_data[7:4]),
      .i_data0    (r_read_data[3:0]),
      .i_dp3      (1'b1            ),
      .i_dp2      (1'b1            ),
      .i_dp1      (1'b1            ),
      .i_dp0      (r_ram_init      ),
      .o_a        (LED_A           ),
      .o_b        (LED_B           ),
      .o_c        (LED_C           ),
      .o_d        (LED_D           ),
      .o_e        (LED_E           ),
      .o_f        (LED_F           ),
      .o_g        (LED_G           ),
      .o_dp       (LED_DP          ),
      .o_select   (LED_AN          ));
endmodule   
==> run.sh <==
#!/bin/bash
# OpenROAD 26Q1-2900-gdf79404cd8, Yosys 0.63+post, stock flow scripts
make -C /OpenROAD-flow-scripts/flow DESIGN_CONFIG=/design/flow/config.mk WORK_HOME=/design/flow/orfs finish
==> config.mk <==
export PLATFORM = sky130hd
export DESIGN_NAME = RAMSpartan3StarterKit
export DESIGN_NICKNAME = RAMSpartan3StarterKit
export VERILOG_FILES = /design/flow/design.v
export SDC_FILE = /design/flow/constraint.sdc
export NUM_CORES = 4
export LEC_CHECK = 1
export CORE_UTILIZATION = 30
==> constraint.sdc <==
current_design RAMSpartan3StarterKit

set clk_period 3.6
set clk_io_pct 0.2

create_clock -name clk0 -period $clk_period [get_ports {CLK50MHZ}]

set non_clock_inputs [all_inputs -no_clocks]
set_input_delay [expr $clk_period * $clk_io_pct] -clock clk0 $non_clock_inputs
set_output_delay [expr $clk_period * $clk_io_pct] -clock clk0 [all_outputs]
==> notes.md <==
Notes on the physical design

The run stopped with a tool error. The flow halted during clock tree synthesis (4_1_cts). The first error in the log reads "[error] [KeplerFormal.cpp:679] Workflow failed: Iso has multiple drivers: .SRAM_IO_A0, SRAM_IO_A[0]$_DFFE_PP0P_.Q0".

The number of port buffers is 53. Note, the detailed placer reported a final HPWL of 4.40 mm. The gate count of the mapped netlist is 322.

The number of unconstrained endpoints is 8. The timer found 4 register pins that no clock reaches; their paths are not timed. The share of flip-flops with an asynchronous set or reset after synthesis is 100%.

The clock buffer count from CTS is 5. The quantity of gates resized following cts is 0. The area fraction of the largest cell type after synthesis is 33.2%.

The number of hold-repair buffers added at the cts stage is 0. The count of library flops with an enable pin is 0. Synthesis instantiated 50 different standard cells from the library. The site row count is 35. After synthesis, the design contains 322 cells according to Yosys. After detailed placement, the total cell area comes to 3280 sq um.

The final estimated routing congestion in global placement is 0.808. The mapped netlist covers 2860 sq um. During I/O placement, the number of pins put on the boundary was 106.

The sequential share of the synthesized area is 36.9%. The largest area contributor in the netlist is sky130_fd_sc_hd__dfrtp_1. The overall die width is 99.7 microns. The mean instance size in the synthesized netlist is 8.89 sq um.

The count of yosys warnings during synthesis is 4. The clock tree root driver cell is sky130_fd_sc_hd__clkbuf_8. The die is 99.7 microns tall.

In the post-synthesis netlist, the cell with the most instances is sky130_fd_sc_hd__buf_4. By count the netlist is led by sky130_fd_sc_hd__buf_4, sky130_fd_sc_hd__dfrtp_1, sky130_fd_sc_hd__nand2_1. Looking at the clock tree report, the maximum root-to-sink buffer count equals 2.

The flip-flop and latch count after synthesis is 42. Among all flip-flop cells after synthesis, the most frequent one is sky130_fd_sc_hd__dfrtp_1. By area the synthesized netlist is led by sky130_fd_sc_hd__dfrtp_1, sky130_fd_sc_hd__buf_4, sky130_fd_sc_hd__nand2_1. The depth of the CTS H-tree is 2.

The floorplan utilization is 31.0%. Looking at the post-CTS report, the setup buffer insertion count equals 0. The area recorded from the Yosys report for this design is 2860 sq um.
## kinds of logic after synthesis
logic type	count (synthesis)	share of synthesized area [%]
AOI/OAI and AO/OA	54	12.8
adders and majority gates	8	3.50
other	2	0.262
DFF	42	36.9
xor gates and xnor gates	17	5.20
and+or+nand+nor	110	19.9
muxes	13	4.72
buffers and inverters	76	16.7
## per-stage QoR
stage          instances  setup slack, ns
2_1_floorplan        357             1.38
3_3_place_gp         478            0.979
3_5_place_dp         478            0.896
