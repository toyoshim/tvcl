### run.sh
#!/bin/bash
# OpenROAD 26Q1-2900-gdf79404cd8, Yosys 0.63+post, stock flow scripts
make -C /OpenROAD-flow-scripts/flow DESIGN_CONFIG=/design/flow/config.mk WORK_HOME=/design/flow/orfs finish
### constraint.sdc
current_design LEDSpartan3StarterKit

set clk_period 5.4
set clk_io_pct 0.2

create_clock -name clk0 -period $clk_period [get_ports {CLK50MHZ}]

set non_clock_inputs [all_inputs -no_clocks]
set_input_delay [expr $clk_period * $clk_io_pct] -clock clk0 $non_clock_inputs
set_output_delay [expr $clk_period * $clk_io_pct] -clock clk0 [all_outputs]
### config.mk
export PLATFORM = sky130hd
export DESIGN_NAME = LEDSpartan3StarterKit
export DESIGN_NICKNAME = LEDSpartan3StarterKit
export VERILOG_FILES = /design/flow/design.v
export SDC_FILE = /design/flow/constraint.sdc
export NUM_CORES = 4
export LEC_CHECK = 1
export CORE_UTILIZATION = 40
### design.v
module SevenSegmentLED(
    i_data,
    o_a,
    o_b,
    o_c,
    o_d,
    o_e,
    o_f,
    o_g);
  input [3:0] i_data;
  output      o_a;
  output      o_b;
  output      o_c;
  output      o_d;
  output      o_e;
  output      o_f;
  output      o_g;
  wire  [6:0] w_out;
  function [6:0] Decode;
    input [3:0] data;
    begin
      case (i_data)
        4'h0: Decode = 7'b0000001;
        4'h1: Decode = 7'b1001111;
        4'h2: Decode = 7'b0010010;
        4'h3: Decode = 7'b0000110;
        4'h4: Decode = 7'b1001100;
        4'h5: Decode = 7'b0100100;
        4'h6: Decode = 7'b0100000;
        4'h7: Decode = 7'b0001111;
        4'h8: Decode = 7'b0000000;
        4'h9: Decode = 7'b0000100;
        4'ha: Decode = 7'b0001000;
        4'hb: Decode = 7'b1100000;
        4'hc: Decode = 7'b0110001;
        4'hd: Decode = 7'b1000010;
        4'he: Decode = 7'b0110000;
        4'hf: Decode = 7'b0111000;
      endcase
    end
  endfunction   
  assign      w_out = Decode(i_data);
  assign      o_a = w_out[6];
  assign      o_b = w_out[5];
  assign      o_c = w_out[4];
  assign      o_d = w_out[3];
  assign      o_e = w_out[2];
  assign      o_f = w_out[1];
  assign      o_g = w_out[0];
endmodule   
module LEDSample(
    clk,
    rst_x,
    o_a,
    o_b,
    o_c,
    o_d,
    o_e,
    o_f,
    o_g,
    o_dp);
  input        clk;
  input        rst_x;
  output       o_a;
  output       o_b;
  output       o_c;
  output       o_d;
  output       o_e;
  output       o_f;
  output       o_g;
  output       o_dp;
  reg    [4:0] r_count;
  assign o_dp     = r_count[0] & rst_x;
  always @ (posedge clk or negedge rst_x) begin
    if (!rst_x) begin
      r_count <= 5'h00;
    end else begin
      r_count <= r_count + 5'h01;
    end
  end   
  SevenSegmentLED led(
      .i_data(r_count[4:1]),
      .o_a    (o_a        ),
      .o_b    (o_b        ),
      .o_c    (o_c        ),
      .o_d    (o_d        ),
      .o_e    (o_e        ),
      .o_f    (o_f        ),
      .o_g    (o_g        ));
endmodule   
module LEDSpartan3StarterKit(
    CLK50MHZ,
    SOCKET,
    SRAM_A,
    SRAM_WE_X,
    SRAM_OE_X,
    SRAM_IO_A,
    SRAM_CE_A_X,
    SRAM_LB_A_X,
    SRAM_UB_A_X,
    SRAM_IO_B,
    SRAM_CE_B_X,
    SRAM_LB_B_X,
    SRAM_UB_B_X,
    LED_AN,
    LED_A,
    LED_B,
    LED_C,
    LED_D,
    LED_E,
    LED_F,
    LED_G,
    LED_DP,
    SW,
    BTN,
    LD,
    VGA_R,
    VGA_G,
    VGA_B,
    VGA_HS,
    VGA_VS,
    PS2C,
    PS2D,
    RXD,
    TXD,
    RXDA,
    TXDA,
    DIN,
    INIT_B,
    RCLK);
  input         CLK50MHZ;
  input         SOCKET;
  output [17:0] SRAM_A;
  output        SRAM_WE_X;
  output        SRAM_OE_X;
  inout  [15:0] SRAM_IO_A;
  output        SRAM_CE_A_X;
  output        SRAM_LB_A_X;
  output        SRAM_UB_A_X;
  inout  [15:0] SRAM_IO_B;
  output        SRAM_CE_B_X;
  output        SRAM_LB_B_X;
  output        SRAM_UB_B_X;
  output [ 3:0] LED_AN;
  output        LED_A;
  output        LED_B;
  output        LED_C;
  output        LED_D;
  output        LED_E;
  output        LED_F;
  output        LED_G;
  output        LED_DP;
  input  [ 7:0] SW;
  input  [ 3:0] BTN;
  output [ 7:0] LD;
  output        VGA_R;
  output        VGA_G;
  output        VGA_B;
  output        VGA_HS;
  output        VGA_VS;
  input         PS2C;
  input         PS2D;
  input         RXD;
  output        TXD;
  input         RXDA;
  output        TXDA;
  input         DIN;
  output        INIT_B;
  output        RCLK;
  wire          clk;
  wire          rst_x;
  reg           r_clk3hz;
  reg    [23:0] r_clk3hz_count;
  assign SRAM_A      = 18'h00000;
  assign SRAM_WE_X   = 1'b0;
  assign SRAM_OE_X   = 1'b1;
  assign SRAM_IO_A   = 16'hffff;
  assign SRAM_CE_A_X = 1'b1;
  assign SRAM_LB_A_X = 1'b1;
  assign SRAM_UB_A_X = 1'b1;
  assign SRAM_IO_B   = 16'hffff;
  assign SRAM_CE_B_X = 1'b1;
  assign SRAM_LB_B_X = 1'b1;
  assign SRAM_UB_B_X = 1'b1;
  assign LD          = SW | { 1'b0, BTN, PS2D, PS2C, SOCKET };
  assign VGA_R       = 1'b0;
  assign VGA_G       = 1'b0;
  assign VGA_B       = 1'b0;
  assign VGA_HS      = 1'b1;
  assign VGA_VS      = 1'b1;
  assign TXD         = RXD;
  assign TXDA        = RXDA;
  assign INIT_B      = DIN;
  assign RCLK        = DIN;
  assign clk         = CLK50MHZ;
  assign rst_x       = !BTN[3];
  assign LED_AN      = 4'b1110;
  always @ (posedge clk or negedge rst_x) begin
    if (!rst_x) begin
      r_clk3hz_count <= 24'h000000;
      r_clk3hz       <= 1'b1;
    end else begin
      r_clk3hz_count <= r_clk3hz_count + 24'h000001;
      if (r_clk3hz_count == 24'h000000) begin
        r_clk3hz       <= !r_clk3hz;
      end
    end
  end
  LEDSample led(
      .clk  (r_clk3hz),
      .rst_x(rst_x   ),
      .o_a  (LED_A   ),
      .o_b  (LED_B   ),
      .o_c  (LED_C   ),
      .o_d  (LED_D   ),
      .o_e  (LED_E   ),
      .o_f  (LED_F   ),
      .o_g  (LED_G   ),
      .o_dp (LED_DP  ));
endmodule   
==> results.sh <==
# flow metrics
export IMPL_drive_above_1_share=0.0685
export IMPL_switching_share=0.198
export IMPL_netlist_instances=223
export IMPL_pin_count=106
export IMPL_power_leakage_nw=1.12
export IMPL_drt_initial_drc_count=38
export IMPL_antenna_cells=0
export IMPL_finalWirelength_um=3050
export IMPL_critical_path_top_delay_family="buffers and inverters"
export IMPL_layout_min_cycle_time_ns=3.28
export IMPL_cp_data_arrival_time_ns=2.20
export IMPL_comb_power_share=0.070
export IMPL_grt_max_degree=31
export IMPL_post_cts_buffers=0
export IMPL_end_kind="output pin"
export IMPL_rows=26
export IMPL_max_cap_violations=0
export IMPL_worst_path_buf_inv=2
export IMPL_worst_ir_drop_vdd_v=0.000121
export IMPL_start_kind="input pin"
export IMPL_critPathMaxStageDelay_ns=0.43
export IMPL_fp_util=0.420
export IMPL_untimed_endpoints=12
export IMPL_path_cells="clkdlybuf4s50_1 -> or2_2 -> clkdlybuf4s50_1"
export IMPL_top_area_frac=0.336
export IMPL_status="completed"
export IMPL_antenna_left=0
export IMPL_cp_max_fo=3
export IMPL_overflow=0
export IMPL_p_total_w=0.000318
export IMPL_grt_pass1_wl_um=4850
export IMPL_yosysCellCount=223
export IMPL_p_seq_frac=0.589
export IMPL_syn_area_mm2=0.00216
export IMPL_tool_warnings=31
export IMPL_cts_tree="yes"
export IMPL_syn_area_per_cell_um2=9.68
export IMPL_wl_per_cell_um=9.60
export IMPL_dp_final_hpwl_um=2320
export IMPL_p_clk_frac=0.341
export IMPL_synth_distinct_cells=35
export IMPL_power_internal_w=0.000255
export IMPL_area_leaders="dfrtp_1 (34%), buf_4 (25%), xnor2_1 (7.3%)"
export IMPL_htreeDepth=1
export IMPL_synth_edff_count=0
export IMPL_io_buffers=29
export IMPL_yosys_area_mm2=0.00216
export IMPL_grt_pass1_vias=1062
export IMPL_drv_slew=0
export IMPL_clk_latency_ns=0.26
export IMPL_clock_skew_ns=0.00174
export IMPL_final_core_util=0.444
export IMPL_async_reset_ff_frac=1.00
export IMPL_dp_slack_ns=2.11
export IMPL_setup_violations=0
export IMPL_cts_buffers=3
export IMPL_postSynthSeqShare=0.348
export IMPL_antenna_found_initial=0
export IMPL_yosys_top_cells_count="buf_4 (72), dfrtp_1 (29), xnor2_1 (18), nand3_1 (14), ha_1 (9)"
export IMPL_drt_pass1_iterations=3
export IMPL_yosysTopAreaCell="dfrtp_1"
export IMPL_unclocked_pins=5
export IMPL_hold_class="reg -> reg"
export IMPL_drc=0
export IMPL_cts_root_buffer="clkbuf_8"
export IMPL_die_y_um=75.5
export IMPL_slowest_stage="clkdlybuf4s50_1"
export IMPL_setup_slack_ns=2.12
export IMPL_p_per_area_mw_per_mm2=139
export IMPL_finalCritPeriodShare=0.608
export IMPL_dieArea_mm2=0.00569
export IMPL_num_vias=1315
export IMPL_top_cell="buf_4"
export IMPL_cts_resized=0
export IMPL_die_w_um=75.5
export IMPL_setup_tns_ns=0
export IMPL_cts_hold_buf=0
export IMPL_ys_warn_count=3
export IMPL_hold_ws_ns=0.486
export IMPL_core_area_mm2=0.00514
export IMPL_clk_path_buf_depth=2
export IMPL_ff_type="dfrtp_1"
export IMPL_n_fill_cell=521
export IMPL_gp_congestion=0.802
export IMPL_power_switching_w=0.0000630
export IMPL_ys_seq_elements=30
export IMPL_worstSetupPathType="in -> out"
export IMPL_finalHoldViolations=0
export IMPL_cp_common_cell="clkdlybuf4s50_1"
export IMPL_crit_required_ns=4.32
export IMPL_vias_per_cell=4.14
export IMPL_area_delta_synth_final_pct=5.86
export IMPL_grt_usage=0.111
export IMPL_rsz0062_at_grt="no"
export IMPL_clk_pin_slew_ns=0.08
export IMPL_fmax_mhz=305
==> per-layer routing <==
| metal | track usage | routed length, um | vias to the layer above |
|---|---|---|---|
| li1 | - | - | 646 |
| met1 | 0.167 | 1400 | 629 |
| met2 | 0.184 | 1490 | 38 |
| met3 | 0.0161 | 142 | 2 |
| met4 | 0.0123 | 19 | 0 |
| met5 | 0 | 0 | - |
==> state kept, by name, indices dropped and copies added (netlist names) <==
register        count
led.r_count         5
r_clk3hz            1
r_clk3hz_count     24
==> power by group through the flow <==
stage         combinational, W  sequential (W)  clock (W)
CTS                  0.0000234        0.000187   0.000114
global route         0.0000283        0.000187   0.000121
finish               0.0000223        0.000187   0.000108
==> layout by cell type (no fill, tap or decap), types with 2 or more instances in the layout <==
cell / instances
ha_1: 9
clkbuf_8: 3
xor2_1: 8
clkdlybuf4s50_1: 29
nor2_1: 6
and4_1: 2
conb_1: 67
nor2b_1: 2
nor4_1: 4
and3_1: 6
inv_1: 8
xnor2_1: 18
nand3_1: 14
dfrtp_1: 29
o22ai_1: 2
o21ai_0: 2
mux2i_1: 2
nand2_1: 7
a21oi_1: 2
nand4_1: 4
or2_2: 8
nor3_1: 2
==> kinds of logic after synthesis <==
kind of cell             after synthesis  synth area share
flip-flops                            30             0.348
adder cells (fa/ha/maj)                9            0.0522
multiplexers                           3            0.0197
AND/OR/NAND/NOR                       62             0.177
buffers and inverters                 82             0.268
AND-OR/OR-AND                          9            0.0261
other                                  2           0.00348
XOR/XNOR                              26             0.106
==> worst reg2reg max path, stage by stage, from the launching register on <==
cell     delay [ns]
dfrtp_1        0.42
ha_1           0.25
nand4_1        0.20
nor3_1         0.34
nand4_1        0.16
xnor2_1        0.15
==> path summary, 6_finish.rpt <==
kind	start	end	slack, ns	cells past startpoint
max in group asynchronous	BTN[3]	r_clk3hz	3.85	3
max	BTN[3]	LD[6]	2.12	3
max reg2reg	r_clk3hz_count[1]	r_clk3hz_count[22]	3.76	5
min reg2reg	r_clk3hz_count[23]	r_clk3hz_count[23]	0.49	1
min	r_clk3hz_count[23]	r_clk3hz_count[23]	0.49	1
min in group asynchronous	BTN[3]	r_clk3hz_count[10]	1.24	3
==> per-stage QoR <==
step / area (um^2) / cells
floorplan: 2400 / 288
global placement: 2240 / 314
detailed placement: 2240 / 314
CTS: 2280 / 318
global route: 2280 / 318
finish: 2280 / 318
==> final cells by class <==
| class | count | area, um^2 | share of cell area |
|---|---|---|---|
| inverters | 8 | 30.0 | 0.0131 |
| flip-flops and latches | 30 | 752 | 0.329 |
| clock buffers | 4 | 45.0 | 0.0197 |
| multi-input cells | 176 | 1070 | 0.469 |
| repair buffers | 30 | 298 | 0.130 |
| well taps | 70 | 87.6 | 0.0383 |
No activity file was given, so power comes from the tool's default toggle rates.
